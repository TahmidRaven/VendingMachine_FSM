`flow/design.v`:
```
module last_ass(purchase, ret, cash_in, clk, reset);
    input clk, reset;
    input [1:0] cash_in;
    output reg purchase;
    output reg [2:0] ret;
    reg [1:0] state;
    parameter IDLE = 2'b00,           
              WAIT_30 = 2'b01,      
              WAIT_50 = 2'b10,      
              DISPENSE = 2'b11,     
              R0 = 3'b000, 
              R20 = 3'b001, 
              R30 = 3'b010,
              R40 = 3'b011, 
              R50 = 3'b100,
              R70 = 3'b101,
              R90 = 3'b110;  
    always@(posedge clk or posedge reset)
    begin
        if (reset)
        begin
            state <= IDLE;         
            purchase <= 0;         
            ret <= R0;             
        end
        else
        begin
            case(state)    
                IDLE: 
                    case(cash_in)
                        2'b00: begin  
                            state <= IDLE;
                            purchase <= 0;
                            ret <= R0;
                        end
                        2'b01: begin 
                            state <= WAIT_30;
                            purchase <= 0;
                            ret <= R0;
                        end
                        2'b10: begin
                            state <= WAIT_50;
                            purchase <= 0;
                            ret <= R0;
                        end
                        2'b11: begin   
                            state <= IDLE;
                            purchase <= 1;
                            ret <= R40;
                        end
                        default: begin end
                    endcase
                WAIT_30: 
                    case(cash_in)
                        2'b00: begin  
                            state <= IDLE;
                            purchase <= 0;
                            ret <= R30;
                        end
                        2'b01: begin 
                            state <= IDLE;
                            purchase <= 1;
                            ret <= R0;
                        end
                        2'b10: begin
                            state <= IDLE;
                            purchase <= 1;
                            ret <= R20;
                        end
                        2'b11: begin   
                            state <= IDLE;
                            purchase <= 1;
                            ret <= R70;
                        end
                        default: begin end
                    endcase
                WAIT_50: 
                    case(cash_in)
                        2'b00: begin  
                            state <= IDLE;
                            purchase <= 0;
                            ret <= R50;
                        end
                        2'b01: begin 
                            state <= IDLE;
                            purchase <= 1;
                            ret <= R20;
                        end
                        2'b10: begin
                            state <= IDLE;
                            purchase <= 1;
                            ret <= R40;
                        end
                        2'b11: begin   
                            state <= IDLE;
                            purchase <= 1;
                            ret <= R90;
                        end
                        default: begin end
                    endcase
                DISPENSE: 
                    begin
                    end
                default: begin end
            endcase
        end
    end
endmodule
```
`flow/run.sh`:
```
#!/bin/bash
# OpenROAD 26Q1-2900-gdf79404cd8, Yosys 0.63+post, stock flow scripts
make -C /OpenROAD-flow-scripts/flow DESIGN_CONFIG=/design/flow/config.mk WORK_HOME=/design/flow/orfs finish
```
`flow/config.mk`:
```
export PLATFORM = sky130hd
export DESIGN_NAME = last_ass
export DESIGN_NICKNAME = last_ass
export VERILOG_FILES = /design/flow/design.v
export SDC_FILE = /design/flow/constraint.sdc
export NUM_CORES = 4
export LEC_CHECK = 1
export CORE_AREA = 10 10 70 70
export DIE_AREA = 0 0 80 80
```
`flow/constraint.sdc`:
```
current_design last_ass

set clk_period 1.3
set clk_io_pct 0.2

create_clock -name clk0 -period $clk_period [get_ports {clk}]

set non_clock_inputs [all_inputs -no_clocks]
set_input_delay [expr $clk_period * $clk_io_pct] -clock clk0 $non_clock_inputs
set_output_delay [expr $clk_period * $clk_io_pct] -clock clk0 [all_outputs]
```
==> ci_impl_report.md <==
## Synthesis and layout report

| Metric | Value |
|---|---|
| Outcome | `complete, no violations` |
| Unrepaired setup endpoints after global routing | `no` |
| Total track usage | `2.86%` |
| Via-to-Cell Ratio | `2.99` |
| Mapped Area | `374 um2` |
| # Cells Yosys | `35` |
| Ys flops | `7` |
| CTS tree | `built` |
| Starting DRC count in detailed routing | `37` |
| Synth Instances | `35` |
| Endpoint type of the worst setup path | `flop` |
| Antenna viol nets, final | `0` |
| Final instance area | `583 um2` |
| Worst path arrival time | `1.39 ns` |
| Grt ovf | `0` |
| Dpl cells | `91` |
| I/O Buffers | `7` |
| Post-DP HPWL | `604 um` |
| Tool warnings | `29` |
| Max-cap violations | `0` |
| Hold Vio Cnt, Final | `0` |
| WL/cell | `8.23 um` |
| Unique cell types | `15` |
| Antenna diodes | `0` |
| Power per cell area | `1400 nW/um2` |
| Syn avg cell area | `10.7 um2` |
| Synthesis area per yosys | `374 um2` |
| Most numerous logic cells after layout | `buf_4 (6), dfrtp_1 (6), inv_1 (4), ha_1 (4), dlygate4sd2_1 (4)` |
| Gpl congestion | `0.722` |
| Synth warnings | `1` |
| Hold Buf Count CTS | `0` |
| First-pass GRT wire length | `1.42 mm` |
| Fillcell total | `388` |
| Final period utilization | `96.5%` |
| Die X | `80 um` |
| CP Max Fanout | `3` |
| Clock Skews | `0.00229 ns` |
| Endpoints failing setup | `0` |
| Hold crit path type | `input pin to async pin` |
| I/O pin cnt | `8` |
| Core area | `3420 um2` |
| Sequential Area | `176 um2` |
| # H-tree levels | `1` |
| Chip Area | `6400 um2` |
| Clock latency on the worst-skew pair | `0.25 ns` |
| Pre-Place Util | `11.0%` |
| Dominant cell area share | `40.1%` |
| Non-filler cells, final | `98` |
| Max Fclk | `797 MHz` |
| Main area contributors | `dfrtp_1 (40%), ha_1 (17%), dfstp_2 (7.0%)` |
| P&R area growth vs syn | `55.9%` |
| Gate Area | `188 um2` |
| Pin count of the biggest net entering global routing | `8` |
| TritonCTS buffer count | `3` |
| Clock-pin slew on the worst setup and hold paths | `0.05 ns` |
| R2r setup slk | `0.23 ns` |
| Worst slew margin | `82.1%` |
| Num Clock Sinks | `7` |
| Cell Rows | `21` |
| WS Path Type | `input pin to flop` |
| Final wirelength | `807 um` |
| # DRC | `0` |
| First-pass DRT Iterations | `2` |
| Critical path startpoint category | `input pin` |
| Register area share after synthesis | `47.2%` |
| Clock buffer depth | `2` |
| Min Tclk post-route | `1.26 ns` |
| Vias | `293` |
| Worst-Margin Slew | `0.268 ns` |
| CP required | `1.43 ns` |
| Top cell type by total area after synthesis | `dfrtp_1` |
| Post-DP Area | `524 um2` |
| Final max-slew violation count | `0` |
| Clk Tree Root Cell | `clkbuf_4` |
| Share of post-route cells with drive strength above 1 | `30.8%` |
| Maximum vdd drop | `0.287 mV` |
| Vias in the first global route | `306` |
| Antenna violations before repair | `0` |
| Die y size | `80 um` |
| Leak | `0.280 nW` |
[worst max-delay path: stages]
cell and delay (ns):
clkdlybuf4s50_1 0.49, inv_2 0.06, ha_4 0.28, nor2b_2 0.04, a221o_1 0.26
[per-stage QoR]
| stage | power, mW | setup TNS [ns] | worst slack, ns | utilization, % | hold WS, ns |
|---|---|---|---|---|---|
| finish | 0.815 | 0 | 0.0450 | 17.1 | 0.236 |
| global route | 0.899 | 0 | 0.00465 | 17.1 | 0.256 |
| CTS | 0.828 | 0 | 0.0204 | 17.0 | 0.242 |
| detailed placement | 0.599 | -0.996 | -0.289 | 15.3 | 0.498 |
| global placement | 0.598 | -0.858 | -0.278 | 15.3 | 0.487 |
| floorplan | 0.432 | 0 | 0.292 | - | 0.0627 |
[cell type report]
class | instances | share of cell area, %
clock buffers | 4 | 4.51
inverters | 6 | 3.86
multi-input cells | 22 | 32.2
flip-flops and latches | 7 | 30.3
well taps | 46 | 9.87
repair buffers | 13 | 19.3
[power breakdown]
group	switching, mW	internal [mW]	total, mW
registers	0.0446	0.295	0.339
logic	0.0980	0.178	0.276
clock network	0.0829	0.117	0.200
[cells in the mapped netlist]
| library cell | number |
|---|---|
| nand2_1 | 3 |
| nor2_2 | 1 |
| nor3_2 | 1 |
| and2_1 | 2 |
| dfstp_2 | 1 |
| a32oi_1 | 2 |
| dfrtp_1 | 6 |
| o21ai_0 | 3 |
| nand2b_1 | 1 |
| o21ai_1 | 1 |
| mux2i_1 | 1 |
| ha_1 | 5 |
| nor2b_2 | 1 |
| inv_1 | 6 |
| a221o_1 | 1 |
[cell families after synthesis]
| group | synth area share, % |
|---|---|
| multiplexers | 2.68 |
| AND/OR/NAND/NOR | 14.7 |
| buffers and inverters | 6.02 |
| adder cells (fa/ha/maj) | 16.7 |
| flip-flops | 47.2 |
| AND-OR/OR-AND | 12.7 |
[routing by layer]
metal | wire length [um] | GRT usage (%) | part of all wire (%)
met1 | 368 | 3.58 | 46
met2 | 281 | 3.29 | 35
met3 | 157 | 3.18 | 19
met4 | 0 | 0.176 | 0
met5 | 0 | 0 | 0
[repair_timing]
item | 4_1_cts | 5_1_grt
hold endpoints to repair | 0 | 0
resized | 5 | 5
setup buffers | 3 | 0
endpoints found under the setup margin | 5 | 1
pin swaps | 0 | 2
[state kept, by name, summed over array words and instances (netlist names)]
| signal | count |
|---|---|
| ret | 3 |
| state | 3 |
| purchase | 1 |
[path summary, 6_finish.rpt]
path	from	end	depth (start not counted)
worst max-delay path	cash_in[1]	ret[2]	5
worst min-delay path	reset	purchase	2
worst max register to register	state[0]	ret[2]	2
worst min register to register	state[0]	state[0]	2
max in group asynchronous	reset	state[0]	2
min in group clk0	cash_in[0]	state[0]	4
Power is estimated from default activity; no workload was simulated.
